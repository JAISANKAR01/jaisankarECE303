===== flow/design.v =====
module uart_tx (
    input clk, reset, start,
    input [7:0] data,
    output reg tx,
    output reg busy
);
    reg [3:0] bit_cnt;
    reg [9:0] shift;
    always @(posedge clk or posedge reset) begin
        if (reset) begin
            tx <= 1;
            busy <= 0;
            bit_cnt <= 0;
        end else if (start && !busy) begin
            shift <= {1'b1, data, 1'b0};  
            bit_cnt <= 10;
            busy <= 1;
        end else if (busy) begin
            tx <= shift[0];
            shift <= shift >> 1;
            bit_cnt <= bit_cnt - 1;
            if (bit_cnt == 1)
                busy <= 0;
        end
    end
endmodule

===== flow/run.sh =====
#!/bin/bash
# OpenROAD 26Q1-2900-gdf79404cd8, Yosys 0.63+post, stock flow scripts
make -C /OpenROAD-flow-scripts/flow DESIGN_CONFIG=/design/flow/config.mk WORK_HOME=/design/flow/orfs finish

===== flow/config.mk =====
export PLATFORM = sky130hd
export DESIGN_NAME = uart_tx
export DESIGN_NICKNAME = uart_tx
export VERILOG_FILES = /design/flow/design.v
export SDC_FILE = /design/flow/constraint.sdc
export NUM_CORES = 4
export LEC_CHECK = 1
export CORE_AREA = 10 10 92 92
export DIE_AREA = 0 0 102 102

===== flow/constraint.sdc =====
current_design uart_tx

set clk_period 3.3
set clk_io_pct 0.2

create_clock -name clk0 -period $clk_period [get_ports {clk}]

set non_clock_inputs [all_inputs -no_clocks]
set_input_delay [expr $clk_period * $clk_io_pct] -clock clk0 $non_clock_inputs
set_output_delay [expr $clk_period * $clk_io_pct] -clock clk0 [all_outputs]

==> run notes <==
Physical implementation status

The tree is rooted in a sky130_fd_sc_hd__clkbuf_8. In this run the most critical hold path is launched from shift[0]$_SDFFCE_PP0P_. STA classifies the critical path startpoint as an input pin. Including well taps, the total number of placed cells is approximately 140. Note, the detailed placer reported a final HPWL of just under 1 mm. According to the timing report, the data required time at the worst endpoint equals about 3200 ps.

Once synthesis finished, the tally of register bits stood at 16. The final timing report counts setup violations totalling 0. The first global-routing pass estimated 2.04 mm of wire.

CTS added clock buffers totalling 3. The leakage power of the design stands at around 0.34 nW. STA lists the startpoint of the worst register-to-register path as busy$_DFF_PP0_. The number of inserted diodes stands at 0. Across the routed clock network, the largest skew measured is 1.32 ps. The largest driver fanout on the critical path stands at 10. The post-detailed-route count of antenna-violating nets stands at 0. The transition time recorded at the tightest slew-check pin is between 700 and 800 ps. Yosys mapped the design onto 17 distinct sky130hd cell types. The cell depth of the worst flop-to-flop path stands at 2. After layout, the worst setup slack is 1260 ps.

The worst-case reg-to-reg setup slack stands at approximately 1700 ps. For reference, the critical path is captured by shift[9]$_SDFFCE_PP1P_. Recorded from the global router log, the overflow total was 0. The count of warning messages emitted by the tools stands at 26. STA on the placed design reports a worst setup slack of between 1000 and 1500 ps. The finished layout holds 140 standard cells, fillers aside. Sequential cells were found to cover between 60% and 70% of the synthesized design area. The clock net in this run drives a total of 16 sinks. In this run, post-CTS repair resized a total of 0 instances.

The cell area after synthesis stands at 704 sq um. The die span in y stands at slightly above 100 microns. Per the skew report, the later register of the worst-skew pair sees a clock latency of roughly 240 ps. Row generation in the floorplan step produced 29 rows. The initial antenna violation count stands at 0. The yosys stat cell total stands at around 48. The worst path needs between 2000 and 2500 ps of the cycle, external delays included.

In this run the horizontal extent of the chip is slightly above 100 microns. STA classifies the critical path endpoint as a flop. In this run the maximum-capacitance check reported violations numbering 0.

The final hold violation count stands at 0. The count of synthesis-stage warnings from yosys stands at 1. Per the detail_route report, DRC violations left total 0.

The tightest min-delay check is of the flop to flop type. After layout, the worst path uses between 60% and 70% of the clock period. Using the TritonRoute via totals, the vias-per-cell ratio works out to between 2 and 3. The average size of a mapped cell stands at roughly 15 sq um. The setup path with the least slack is of type input pin to flop.

Per the final layout report, the fraction of cells sized above drive strength 1 comes to about 25%. Per the placement log, port buffering inserted 12 buffers. Looking at the reg2reg group, the worst path ends at shift[9]$_SDFFCE_PP1P_.

The placeable core region stands at roughly 0.0065 sq mm. Buffers added to address setup during post-CTS repair amount to 0. The arrival time at the worst endpoint stands at 1910 ps. The via count of the first global-routing pass came to a little under 400.

In the synthesized netlist, the number of instances is between 40 and 50. The power per standard cell area stands at a little over 700 mW/mm^2. In this run the worst setup path begins at start. The maximum clock rate stands at between 400 and 500 MHz.

Setup repair after global routing left no endpoint under its margin. For this run, the detailed router's first-pass iteration total came to 4. Buffers inserted to repair hold after CTS numbered 0. TritonCTS built the clock tree. The tightest hold path in the finished design has a slack of 486 ps.

The routed design has between 1 and 1.5 mm of wire. The post-detailed-route wirelength per cell stands at 8.89 microns. RePlAce ended its routability-driven mode at a weighted congestion of 0.722.

The maximum level of the CTS H-tree stands at 1. Summed over all routing layers, the global router reports a total usage of roughly 2.6%. The final count of pins violating max slew stands at 0. The summed negative setup slack over all endpoints stands at 0 ps. The clock slew at the register clock pins of the worst setup and hold paths stands at 60 ps.

In this run the layout overhead on the synthesized area is reported as 36.4%. The longest clock path from root to sink contains 2 buffers. The run finished with clean final reports. After the first detailed-routing iteration, the DRC count stood at 37.

The chip occupies 0.0104 sq mm. The total power of the final layout stands at ~700 uW. The top-level I/O count stands at 13.

Per the detail_route report, the via count comes to ~400. The headroom to the max-slew limit stands at 47.8%. The maximum number of pins on one net before global-route repair stands at 13. The chip area estimate from yosys synthesis stands at about 700 sq um. The share of the core area taken by cells at floorplan is 10.9%. The worst vdd rail ir drop stands at 0.000165 V.
cell families after synthesis:
| family | Yosys count | synth area share [%] |
|---|---|---|
| compound gates | 4 | 3.55 |
| fa+ha+maj | 2 | 3.55 |
| buf+inv | 5 | 3.37 |
| flops | 16 | 64.1 |
| mux | 12 | 19.0 |
| simple gates | 9 | 6.39 |
flip-flops by register name, summed over array words and instances, names as in the netlist:
| signal | flops |
|---|---|
| bit_cnt | 4 |
| busy | 1 |
| shift | 10 |
| tx | 1 |
how the worst min path moves through the flow:
stage | to | slack [ps] | cells after the start
6_report | tx$_DFFE_PP1P_ | 490 | 1
5_1_grt | tx$_DFFE_PP1P_ | 520 | 1
4_1_cts | tx$_DFFE_PP1P_ | 490 | 1
final cells by class:
cell class	count	area (sq um)
multi-input cells	27	229
clock buffers	4	45.0
repair buffers	13	128
fillers	711	5500
flip-flops and latches	16	452
well taps	77	96.3
inverters	3	11.3
stage by stage:
stage	cell area (sq um)	util [%]
2_1_floorplan	704	-
5_1_grt	961	14.9
3_3_place_gp	916	14.2
3_5_place_dp	916	14.2
4_1_cts	961	14.9
6_report	961	14.9
synth_stat cells, drive strengths merged:
cell type,count,area [sq um]
mux2,11,124
buf,2,12.5
or4,1,7.51
o31ai,1,7.51
dfstp,1,26.3
ha,2,25.0
inv,3,11.3
nor2,3,11.3
edfxtp,10,300
a21oi,1,5.00
mux2i,1,10.0
a31oi,2,12.5
nor3,2,10.0
nand2,1,3.75
nor2b,2,12.5
dfrtp,5,125
report_power, final:
| part | total [mW] | internal, mW | leakage [nW] | switching (mW) |
|---|---|---|---|---|
| Sequential | 0.358 | 0.304 | 0.165 | 0.0545 |
| Clock | 0.146 | 0.0853 | 0.0228 | 0.0606 |
| Combinational | 0.186 | 0.121 | 0.154 | 0.0656 |
cell usage in the layout, fill, tap and decap left out:
cell	n
sky130_fd_sc_hd__clkdlybuf4s50_1	12
sky130_fd_sc_hd__mux2_2	11
sky130_fd_sc_hd__edfxtp_1	10
sky130_fd_sc_hd__dfrtp_1	5
sky130_fd_sc_hd__nor2_1	3
sky130_fd_sc_hd__inv_1	3
sky130_fd_sc_hd__clkbuf_8	3
sky130_fd_sc_hd__nor3_1	2
sky130_fd_sc_hd__a31oi_1	2
sky130_fd_sc_hd__nor2b_1	2
sky130_fd_sc_hd__ha_1	2
sky130_fd_sc_hd__a21oi_1	1
sky130_fd_sc_hd__nand2_1	1
sky130_fd_sc_hd__mux2i_1	1
sky130_fd_sc_hd__o31ai_1	1
sky130_fd_sc_hd__or4_1	1
sky130_fd_sc_hd__clkbuf_1	1
sky130_fd_sc_hd__buf_4	1
sky130_fd_sc_hd__dfstp_2	1
critical path, cell delays in order:
cell and delay, ps:
sky130_fd_sc_hd__clkdlybuf4s50_1 540, sky130_fd_sc_hd__nor2_1 90, sky130_fd_sc_hd__nor2_1 610
per-layer routing:
layer  vias to the layer above  GRT usage [%]  share of wire (%)
met3                         0           1.98                 13
met1                       177           3.65                 51
met2                        17           3.11                 36
met4                         0          0.217                  0
li1                        205              -                  -
met5                         -              0                  0
No activity file was given, so power comes from the tool's default toggle rates.
