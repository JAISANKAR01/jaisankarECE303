==> flow/design.v <==
module counter (  input clk,      
                  input rstn,              
                  output reg[3:0] out);    
  always @ (posedge clk) begin
    if (! rstn)
      out <= 0;
    else
      out <= out + 1;
  end
endmodule
==> flow/run.sh <==
#!/bin/bash
# OpenROAD 26Q1-2900-gdf79404cd8, Yosys 0.63+post, stock flow scripts
make -C /OpenROAD-flow-scripts/flow DESIGN_CONFIG=/design/flow/config.mk WORK_HOME=/design/flow/orfs finish
==> flow/config.mk <==
export PLATFORM = sky130hd
export DESIGN_NAME = counter
export DESIGN_NICKNAME = counter
export VERILOG_FILES = /design/flow/design.v
export SDC_FILE = /design/flow/constraint.sdc
export NUM_CORES = 4
export LEC_CHECK = 1
export CORE_AREA = 10 10 70 70
export DIE_AREA = 0 0 80 80
==> flow/constraint.sdc <==
current_design counter

set clk_period 1.0
set clk_io_pct 0.2

create_clock -name clk0 -period $clk_period [get_ports {clk}]

set non_clock_inputs [all_inputs -no_clocks]
set_input_delay [expr $clk_period * $clk_io_pct] -clock clk0 $non_clock_inputs
set_output_delay [expr $clk_period * $clk_io_pct] -clock clk0 [all_outputs]
==> flow_metrics.env <==
# physical design summary
export IMPL_status="complete, no violations"
export IMPL_maxSlewHeadroom_pct=91.7
export IMPL_crit_path_start="out[0]"
export IMPL_leakage_uw=0.000133
export IMPL_overflow=0
export IMPL_worstSetupPathType="flop to flop"
export IMPL_chipArea_um2=6400
export IMPL_synth_seq_area_share_pct=55.2
export IMPL_critPathArrivalTime_ns=1.11
export IMPL_largest_registers="out: 4 flops"
export IMPL_worst_hold_slack_ns=0.471
export IMPL_yosys_cells=13
export IMPL_syn_avg_cell_area_um2=11.2
export IMPL_vias_per_cell=1.90
export IMPL_io_buffers=5
export IMPL_cp_max_fo=2
export IMPL_peakVddDrop_uv=484
export IMPL_drt_iter0_markers=2
export IMPL_grt_pass1_vias=151
export IMPL_ys_chip_area_um2=145
export IMPL_setup_viol_count_final=0
export IMPL_r2r_end="out[2]"
export IMPL_grt_pass1_wl_um=683
export IMPL_antenna_cells_inserted=0
export IMPL_fp_util_pct=4.25
export IMPL_cts_made_buffers=3
export IMPL_routedWlPerCell_um=5.86
export IMPL_rrSetupSlack_ns=0.01
export IMPL_largest_reg_flops=4
export IMPL_path_clk_slew_ns=0.04
export IMPL_cts_max_level=1
export IMPL_holdPathStages=2
export IMPL_netlist_area_um2=145
export IMPL_area_growth_pct=124
export IMPL_grt_max_degree=6
export IMPL_min_from="out[3]"
export IMPL_power_uw=440
export IMPL_gp_congestion=0.658
export IMPL_openroad_warnings=26
export IMPL_top_register="out"
export IMPL_track_usage_pct=1.48
export IMPL_clock_sinks=4
export IMPL_dr_pass1_iters=2
export IMPL_fp_dieW_um=80
export IMPL_io_pins=6
export IMPL_cts_root_buf="clkbuf_4"
export IMPL_yosys_warnings=1
export IMPL_ys_types=9
export IMPL_ys_top_cells_by_area="dfxtp_1, and2_1, ha_1"
export IMPL_cts_buffer_depth=2
export IMPL_finClkSkew_ns=0.00213
export IMPL_finalHoldViolCount=0
export IMPL_hold_class="flop to flop"
export IMPL_hold_end="out[3]"
export IMPL_cts_hold_buffers=0
export IMPL_power_per_cell_area_nw_per_um2=1350
export IMPL_dr_total_vias=135
export IMPL_yosysTopAreaCell="dfxtp_1"
export IMPL_slew_violations=0
export IMPL_antenna_found_initial=0
export IMPL_required_ns=1.12
export IMPL_chipHeight_um=80
export IMPL_ys_flops=4
export IMPL_reg2reg_depth=4
export IMPL_rows=21
export IMPL_max_freq_mhz=1010
export IMPL_postRouteAntennaNets=0
export IMPL_tritoncts="built"
export IMPL_period_minus_slack_ns=0.987
export IMPL_clock_latency_ns=0.23
export IMPL_layout_drive_gt1_share_pct=48.0
export IMPL_worst_pin_slew_ns=0.121
export IMPL_cp_end_kind="flop"
export IMPL_period_used_pct=98.7
export IMPL_crit_path_start_kind="flop"
export IMPL_dp_hpwl_um=315
export IMPL_rsz0062_at_grt="true"
export IMPL_r2r_start="out[0]"
export IMPL_core_um2=3420
export IMPL_syn_inst=13
export IMPL_top_area_share_pct=55.2
export IMPL_wl_um=416
export IMPL_drv_cap=0
export IMPL_drc=0
## cell usage after synthesis
cell      instances
dfxtp_1           4
and2_1            2
ha_1              1
mux2i_1           1
nand2_1           1
nand2b_1          1
nand3_1           1
nor2b_1           1
xor2_1            1
## timing repair
action                                  CTS  global route
endpoints found under the setup margin    5             4
gates resized                            11             3
setup buffers                             1             0
## worst max-delay path: stages, from the launching register on
cell and delay [ns]:
dfxtp_2 0.31, buf_4 0.14, ha_4 0.15, xor2_1 0.13, and2_1 0.15
## placed cells by master (no fill, tap or decap)
cell             netlist  final
buf_4                  0      3
dfxtp_2                0      4
nand3_1                1      1
clkdlybuf4s15_1        0      3
clkdlybuf4s50_1        0      1
dlygate4sd2_1          0      1
and2_1                 2      2
nand2_1                1      1
nand2b_1               1      1
nor2b_1                1      1
mux2i_1                1      1
ha_4                   0      1
xor2_1                 1      1
clkbuf_4               0      3
buf_6                  0      1
## how the worst max path moves through the flow
stage	endpoint	slack (ns)
4_1_cts	out[3]	0.0007
5_1_grt	out[2]	-0.03
6_report	out[2]	0.01
## layer usage
layer,global-route usage [%],up-vias,part of all wire (%),routed length (um)
met1,1.66,57,50,207
met2,1.20,10,25,106
li1,-,68,-,-
met4,0.352,0,0,0
met3,2.50,0,25,102
met5,0,-,0,0
## power breakdown
part           switching, uW  internal, uW  total [uW]
combinational           20.8          42.7        63.5
clock                   62.3           134         196
sequential              6.75           173         180
## cells by family after synthesis
| family | synth area share, % |
|---|---|
| and+or+nand+nor | 23.3 |
| DFF | 55.2 |
| xor gates and xnor gates | 6.04 |
| muxes | 6.90 |
| adders and majority gates | 8.62 |
## area by class of cell
type	instances	area (um^2)
Tap cell	46	57.6
Sequential cell	4	85.1
Clock buffer	3	22.5
Multi-Input combinational cell	9	77.6
Fill cell	404	3090
Timing Repair Buffer	9	82.6
## metrics by stage
step	area [um^2]	TNS [ns]	std cells	setup slack [ns]	utilization (%)
after floorplan	145	0	13	0.124	-
after global placement	275	-0.0379	67	-0.0319	8.06
after detailed placement	275	-0.0637	67	-0.0416	8.06
after CTS	319	0	71	0.000684	9.34
after global routing	325	-0.0490	71	-0.0290	9.52
final	325	0	71	0.0133	9.52
Power is estimated from default activity; no workload was simulated.
