==> design.v <==
module down_counter (
  input  wire clk,
  input  wire reset,  
  output reg  [3:0] q
);
  always @(posedge clk or posedge reset) begin
    if (reset)
      q <= 4'hF;
    else
      q <= (q == 4'h0) ? 4'hF : q - 1;
  end
endmodule
==> run.sh <==
#!/bin/bash
# OpenROAD 26Q1-2900-gdf79404cd8, Yosys 0.63+post, stock flow scripts
make -C /OpenROAD-flow-scripts/flow DESIGN_CONFIG=/design/flow/config.mk WORK_HOME=/design/flow/orfs finish
==> config.mk <==
export PLATFORM = sky130hd
export DESIGN_NAME = down_counter
export DESIGN_NICKNAME = down_counter
export VERILOG_FILES = /design/flow/design.v
export SDC_FILE = /design/flow/constraint.sdc
export NUM_CORES = 4
export LEC_CHECK = 1
export CORE_AREA = 10 10 70 70
export DIE_AREA = 0 0 80 80
==> constraint.sdc <==
current_design down_counter

set clk_period 1.0
set clk_io_pct 0.2

create_clock -name clk0 -period $clk_period [get_ports {clk}]

set non_clock_inputs [all_inputs -no_clocks]
set_input_delay [expr $clk_period * $clk_io_pct] -clock clk0 $non_clock_inputs
set_output_delay [expr $clk_period * $clk_io_pct] -clock clk0 [all_outputs]
==> results.json <==
{
  "status": "finished, violations left",
  "violations": "negative setup slack",
  "holdCritPathClass": "primary input to asynchronous set/reset pin",
  "finalSetupTns_ns": -0.8715,
  "leakagePower_nw": 0.1694,
  "place_ws_ns": -0.2396,
  "cts_made_buffers": 3,
  "cts-root-buf": "clkbuf_4",
  "drt_iter0_drc": 6,
  "clock_path_buffers": 2,
  "critPathCaptureType": "register",
  "final_hold_viol_count": 0,
  "setup_viol": 8,
  "dpl_cell_area_um2": 317.8,
  "drc": 0,
  "regMostFlops": "q",
  "place_inst": 70,
  "ant_nets": 0,
  "final_util_pct": 11.72,
  "netlist_area_um2": 185.2,
  "drv_slew": 0,
  "crit_slowest_cell": "dfstp_2",
  "crit_type": "register to register",
  "path_depth": 3,
  "top_area_share_pct": 56.76,
  "grt_overflow_total": 0,
  "post-route-period-util_pct": 124.4,
  "synth_cell_type_count": 10,
  "portBuffers": 5,
  "setup_slack_ns": -0.2442,
  "cp_cell_sequence": "buf_6, or4b_4, o311a_1",
  "period_minus_slack_ns": 1.244,
  "warning_count": 28,
  "clk_pin_slew_worst_paths_ns": 0.04,
  "grt_pass1_vias": 188,
  "core_um2": 3416,
  "yosys_warnings": 1,
  "fmax_mhz": 803.7,
  "maxCapViolCount": 0,
  "grt_first_pass_wirelength_um": 1000,
  "hold_buffers": 0,
  "ir_worst_vdd_v": 0.0002511,
  "startpoint": "q[3]$_DFF_PP1_",
  "crit_family": "flip-flops",
  "htreeDepth": 1,
  "grt_max_degree": 5,
  "rows": 21,
  "reg2reg_from": "q[3]$_DFF_PP1_",
  "required_ns": 1.16,
  "reg2reg_slack_ns": -0.24,
  "largest_reg_flops": 4,
  "crit_path_max_fanout": 2,
  "crit_buf_inv": 1,
  "drive_gt1_share_pct": 78.13,
  "largest_area_cell": "dfstp_2",
  "synth_seq_share_pct": 56.76,
  "yosys-top-cells-area": "dfstp_2, inv_1, ha_1, o311a_1, or4b_1",
  "fin_skew_ns": 0.003856,
  "yosys_area_um2": 185.2,
  "firstDrtPassIters": 2,
  "design_area_um2": 400.4,
  "cp.arrival_ns": 1.41,
  "critPathLaunchType": "register",
  "route.met2.wl_um": 167,
  "hpwlAfterDp_um": 387.4,
  "r2r_end": "q[3]$_DFF_PP1_",
  "worst_slew_pin_slew_ns": 0.1533,
  "rsz0062_at_grt": "true",
  "antenna-diode-count": 0,
  "dr_wl_met3_um": 141,
  "pwr_density_cell_nw_per_um2": 935.2,
  "wirelength_um": 586,
  "tritoncts": "done",
  "top_layer": "met4",
  "r2r_cells": 3,
  "core_util_floorplan_pct": 5.421,
  "wl_per_cell_um": 7.513,
  "largestRegisters": "q x4",
  "areaGrowthSynthToFinish_pct": 116.2,
  "gp_congestion": 0.6245,
  "critical-path-max-stage-delay_ns": 0.52,
  "ys_ff": 4,
  "cts.sinks": 4,
  "antenna_found_initial": 0,
  "dieWidth_um": 80,
  "cp-endpoint": "q[3]$_DFF_PP1_",
  "syn_inst": 16,
  "die_y_um": 80,
  "yosys_cells": 16,
  "via_per_inst": 2.346,
  "insertion_delay_ns": 0.24,
  "chipArea_um2": 6400,
  "final_cells": 78,
  "grt_usage_pct": 2.204,
  "via_count": 183,
  "wirelength_met1_um": 268,
  "avgSynthCellArea_um2": 11.57,
  "relSlewSlack_pct": 89.77,
  "io_pins": 6
}
==> power breakdown <==
| group | switching (mW) | leakage [nW] | internal [mW] |
|---|---|---|---|
| Clock | 0.0696 | 0.0138 | 0.134 |
| Combinational | 0.00331 | 0.111 | 0.00364 |
| Sequential | 0 | 0.0445 | 0.163 |
==> through the flow <==
stage / hold slack, ns / total power [mW]
6_report: 0.3415 / 0.3744
5_1_grt: 0.3461 / 0.3998
4_1_cts: 0.3454 / 0.3796
3_5_place_dp: 0.4837 / 0.1721
3_3_place_gp: 0.4738 / 0.1719
2_1_floorplan: 0.1552 / 0.1676
==> Yosys cell counts (all sizes together) <==
cell / instances
o21ai: 1
or2b: 1
o311a: 1
ha: 1
xor2: 1
inv: 4
nor2: 1
nand2b: 1
or4b: 1
dfstp: 4
==> worst register-to-register path, stage by stage, from the launching register on <==
cell     delay (ns)
dfstp_2        0.52
buf_6          0.09
or4b_4         0.44
o311a_1        0.12
==> layout make-up <==
class,instances,area (um^2)
clock buffer,3,22.52
fill,402,3015
inverter,4,17.52
multi-input combinational,8,92.59
sequential,4,105.1
tap,46,57.56
timing repair buffer,13,105.1
==> routing by layer <==
| layer | vias up | global-route usage [%] |
|---|---|---|
| li1 | 87 | - |
| met4 | 0 | 0.3521 |
| met2 | 10 | 2.006 |
| met1 | 84 | 2.538 |
| met5 | - | 0 |
| met3 | 2 | 3.409 |
==> timing repair <==
action	CTS	global route
setup endpoints to repair	8	8
gates resized	20	1
gates cloned	0	0
setup buffers	5	0
pin swaps	2	2
==> kinds of logic (layout without fill, tap and decap cells) <==
| logic type | Yosys count | count (layout) | share of synthesized area, % |
|---|---|---|---|
| simple gates | 4 | 4 | 15.54 |
| compound gates | 2 | 2 | 8.106 |
| buf+inv | 4 | 20 | 8.106 |
| fa+ha+maj | 1 | 1 | 6.756 |
| xor+xnor | 1 | 1 | 4.731 |
| flops | 4 | 4 | 56.76 |
==> cell usage in the layout, fill, tap and decap left out, types with 2 or more instances in the layout <==
| master | netlist | final |
|---|---|---|
| clkbuf_4 | 0 | 3 |
| dfstp_2 | 4 | 4 |
| inv_1 | 4 | 2 |
| buf_2 | 0 | 3 |
| buf_4 | 0 | 5 |
| buf_6 | 0 | 3 |
==> how the worst min path moves through the flow <==
stage         start              to
CTS           reset  q[3]$_DFF_PP1_
global route  reset  q[0]$_DFF_PP1_
finish        reset  q[3]$_DFF_PP1_
Power is estimated from default activity; no workload was simulated.
